**flow/run.sh**
```bash
#!/bin/bash
# OpenROAD 26Q1-2900-gdf79404cd8, Yosys 0.63+post, stock flow scripts
make -C /OpenROAD-flow-scripts/flow DESIGN_CONFIG=/design/flow/config.mk WORK_HOME=/design/flow/orfs finish
```
**flow/config.mk**
```make
export PLATFORM = sky130hd
export DESIGN_NAME = systolic_array
export DESIGN_NICKNAME = systolic_array
export VERILOG_FILES = /design/flow/design.v
export SDC_FILE = /design/flow/constraint.sdc
export NUM_CORES = 4
export LEC_CHECK = 1
export CORE_UTILIZATION = 30
```
**flow/constraint.sdc**
```tcl
current_design systolic_array

set clk_period 7.4
set clk_io_pct 0.2

create_clock -name clk0 -period $clk_period [get_ports {clk}]

set non_clock_inputs [all_inputs -no_clocks]
set_input_delay [expr $clk_period * $clk_io_pct] -clock clk0 $non_clock_inputs
set_output_delay [expr $clk_period * $clk_io_pct] -clock clk0 [all_outputs]
```
**flow/design.v**
```verilog
module IB(clk,rst,ctl,in,out,cbuffer,addr);
parameter width=8;
parameter vector=4;
input clk,rst;
input[1:0] ctl;
input[width-1:0] in;
output reg[width-1:0] out;
reg[width-1:0] buffer[vector-1:0];
output[vector*width-1:0] cbuffer;
assign cbuffer[7:0] = buffer[0];
assign cbuffer[15:8] = buffer[1];
assign cbuffer[23:16] = buffer[2];
assign cbuffer[31:24] = buffer[3];
reg[7:0] i;
output reg[7:0] addr;
always@(posedge clk or negedge rst)begin
	if(!rst)begin
		for(i=0;i<vector;i=i+1)begin
			buffer[i]<=0;
		end
		out<=0;
		addr<=0;
	end
	else begin
		if(ctl==0)begin 
			addr<=0;
			out<=0;
		end
		else if(ctl==1)begin 
			if(addr<vector)begin
				buffer[addr]<=in;
				addr<=addr+1;
			end		
			out<=0;
		end
		else if(ctl==2)begin 
			if(addr<vector)begin
				out<=buffer[addr];
                addr<=addr+1;
			end
			else begin
				out<=0; 
				addr <= 0;   
			end
		end
	end
end
endmodule
module PE(clk,rst,ctl,i_in,i_w,i_out,o_in,o_w,o_out,buffer,mul);
parameter width=8;
parameter decimal=4;
input clk,rst;
input[1:0] ctl;
input[width-1:0] i_in,i_w;
input[width-1:0] i_out;
output reg[width-1:0] o_in,o_w;
output [width-1:0] o_out;
output reg[width-1:0] buffer;
output[width-1:0] mul;
multiply #(.width(width),.decimal(decimal)) m0(i_in,i_w,mul);
always@(posedge clk or negedge rst)begin
	if(!rst)begin
		o_in<=0;
		o_w<=0;
		buffer<=0;
	end
	else if(ctl == 0) begin  
        o_in<=i_in;
		o_w<=i_w;
		buffer<=0;
	end
	else if(ctl == 1) begin  
        buffer<=buffer+mul;
	    o_in<=i_in;
		o_w<=i_w;
	end
	else if(ctl == 2) begin  
	    buffer<=buffer+mul;
	    o_in<=i_in;
		o_w<=i_w;
	end
end
assign o_out = (ctl == 1)?buffer:(ctl == 2)?i_out:0;  
endmodule
module array(clk,rst,ctls,ins,ws,outs,buffer,d1,d2,d3,d4,d5,d6,d7,d8,d9,d10,d11,d12,d13,d14,d15,d16,row1_in_output
,mul1,mul2,mul3,mul4,mul5,mul6,mul7,mul8,mul9,mul10,mul11,mul12,mul13,mul14,mul15,mul16,checkpe01w,checkpe01in);
parameter width=8;
parameter decimal=4;
parameter rows=4;
parameter cols=4;
input clk,rst;
input[rows*cols*2-1:0] ctls;
input[cols*width-1:0] ins;
input[rows*width-1:0] ws;
output[cols*width-1:0] outs;
output[rows*cols*width-1:0] buffer;
output[width-1:0] d1;
output[width-1:0] d2;
output[width-1:0] d3;
output[width-1:0] d4;
output[width-1:0] d5;
output[width-1:0] d6;
output[width-1:0] d7;
output[width-1:0] d8;
output[width-1:0] d9;
output[width-1:0] d10;
output[width-1:0] d11;
output[width-1:0] d12;
output[width-1:0] d13;
output[width-1:0] d14;
output[width-1:0] d15;
output[width-1:0] d16;
output[cols*width-1:0] row1_in_output;
wire[rows*cols*width-1:0] muls;
output[width-1:0] mul1;
output[width-1:0] mul2;
output[width-1:0] mul3;
output[width-1:0] mul4;
output[width-1:0] mul5;
output[width-1:0] mul6;
output[width-1:0] mul7;
output[width-1:0] mul8;
output[width-1:0] mul9;
output[width-1:0] mul10;
output[width-1:0] mul11;
output[width-1:0] mul12;
output[width-1:0] mul13;
output[width-1:0] mul14;
output[width-1:0] mul15;
output[width-1:0] mul16;
assign mul1 = muls[7:0];
assign mul2 = muls[15:8];
assign mul3 = muls[23:16];
assign mul4 = muls[31:24];
assign mul5 = muls[39:32];
assign mul6 = muls[47:40];
assign mul7 = muls[55:48];
assign mul8 = muls[63:56];
assign mul9 = muls[71:64];
assign mul10 = muls[79:72];
assign mul11 = muls[87:80];
assign mul12 = muls[95:88];
assign mul13 = muls[103:96];
assign mul14 = muls[111:104];
assign mul15 = muls[119:112];
assign mul16 = muls[127:120];
assign d1 = buffer[7:0];
assign d2 = buffer[15:8];
assign d3 = buffer[23:16];
assign d4 = buffer[31:24];
assign d5 = buffer[39:32];
assign d6 = buffer[47:40];
assign d7 = buffer[55:48];
assign d8 = buffer[63:56];
assign d9 = buffer[71:64];
assign d10 = buffer[79:72];
assign d11 = buffer[87:80];
assign d12 = buffer[95:88];
assign d13 = buffer[103:96];
assign d14 = buffer[111:104];
assign d15 = buffer[119:112];
assign d16 = buffer[127:120];
output[width-1:0] checkpe01w;
output[width-1:0] checkpe01in;
wire [width-1:0] inwin[rows-1:0][cols-1:0];
wire [width-1:0] inwout[rows-1:0][cols-1:0];
wire [width-1:0] wwin[rows-1:0][cols-1:0];
wire [width-1:0] wwout[rows-1:0][cols-1:0];
wire [width-1:0] outwin[rows-1:0][cols-1:0];
wire [width-1:0] outwout[rows-1:0][cols-1:0];
assign checkpe01w = wwin[0][1];
assign checkpe01in = inwin[0][1];
genvar j;
generate
    for(j = 0; j<cols; j = j+1) begin: gentest
        assign row1_in_output[j*width+width-1:j*width] = inwin[1][j];
    end
endgenerate
genvar gr,gc;
generate
	for (gr=0; gr<rows; gr=gr+1) begin : genper
		for(gc=0;gc<cols;gc=gc+1)begin : genpec
		    (* DONT_TOUCH = 1|1 *)
			PE #(.width(width),.decimal(decimal)) PE_gi(clk,rst,ctls[2*((gc*rows)+gr)+1:2*((gc*rows)+gr)], 
			inwin[gr][gc],
			wwin[gr][gc],
			outwin[gr][gc],
			inwout[gr][gc],
			wwout[gr][gc],
			outwout[gr][gc],
			buffer[width*((gr*cols)+gc)+width-1:width*((gr*cols)+gc)],
			muls[width*((gr*cols)+gc)+width-1:width*((gr*cols)+gc)]
			);
		end
	end
endgenerate
reg[cols*width-1:0] ins_reg;
always@(posedge clk or negedge rst)
begin
    if(!rst) 
        ins_reg <= 0;
    else
        ins_reg <= ins;
end
reg[rows*width-1:0] ws_reg;
always@(posedge clk or negedge rst)
begin
    if(!rst)
        ws_reg <= 0;
    else
        ws_reg <= ws;
end
generate
	for (gr=0; gr<rows; gr=gr+1) begin : gencontr
		for(gc=0;gc<cols;gc=gc+1)begin : gencontc
			if(gr==0)begin
				assign inwin[gr][gc]=ins_reg[(gc+1)*width-1:(gc)*width];
			end
			else begin
				assign inwin[gr][gc]=inwout[gr-1][gc];
			end
			if(gr==0)begin
				assign outs[(gc+1)*width-1:(gc)*width]=outwout[gr][gc];
				assign outwin[gr][gc]=outwout[gr+1][gc];
			end
			else if(gr==rows-1)begin
				assign outwin[gr][gc]=0;
			end
			else begin
				assign outwin[gr][gc]=outwout[gr+1][gc];
			end
			if(gc==0)begin
				assign wwin[gr][gc]=ws_reg[(gr+1)*width-1:(gr)*width];
			end
			else begin
				assign wwin[gr][gc]=wwout[gr][gc-1];
			end
		end
	end
endgenerate
endmodule
`timescale 1ns / 1ps
module multiply(a,b,c);
parameter width=8;
parameter decimal=4;
input [width-1:0] a,b;
output [width-1:0] c;
wire[width*2-1:0] mul0,mul1,ones,ab;
assign ones=(~0);
assign mul0=a[width-1]?((ones<<width)|a):a;  
assign mul1=b[width-1]?((ones<<width)|b):b;
assign ab=mul0*mul1;
assign c=ab[width-1+decimal:decimal];
endmodule
module systolic_array(clk,rst,ctlpe,ctlbw,ctlbin,w,in,buffer,ins_array,ws_array,d1,d2,d3,d4,d5,d6,d7,d8,d9,d10,d11,d12,d13,d14,d15,d16,row1_in_output,outs_array,input_buffer,input_address);
parameter width=8;
parameter decimal=4;
parameter rows=4;
parameter cols=4;
parameter vector=4;
input clk,rst;
input[rows*cols*2-1:0] ctlpe;
input[rows*2-1:0] ctlbw;
input[cols*2-1:0] ctlbin;
input[width-1:0] w,in;
output[rows*cols*width-1:0] buffer;
output[width-1:0] d1;
output[width-1:0] d2;
output[width-1:0] d3;
output[width-1:0] d4;
output[width-1:0] d5;
output[width-1:0] d6;
output[width-1:0] d7;
output[width-1:0] d8;
output[width-1:0] d9;
output[width-1:0] d10;
output[width-1:0] d11;
output[width-1:0] d12;
output[width-1:0] d13;
output[width-1:0] d14;
output[width-1:0] d15;
output[width-1:0] d16;
output[cols*width-1:0] row1_in_output;
assign d1 = buffer[7:0];
assign d2 = buffer[15:8];
assign d3 = buffer[23:16];
assign d4 = buffer[31:24];
assign d5 = buffer[39:32];
assign d6 = buffer[47:40];
assign d7 = buffer[55:48];
assign d8 = buffer[63:56];
assign d9 = buffer[71:64];
assign d10 = buffer[79:72];
assign d11 = buffer[87:80];
assign d12 = buffer[95:88];
assign d13 = buffer[103:96];
assign d14 = buffer[111:104];
assign d15 = buffer[119:112];
assign d16 = buffer[127:120];
output[cols*width-1:0] ins_array;  
output[rows*width-1:0] ws_array;  
output[cols*width-1:0] outs_array;  
output[4*vector*width-1:0] input_buffer;
output[4*width-1:0] input_address;
array #(.width(width),.decimal(decimal),.rows(rows),.cols(cols)) a0(clk,rst,ctlpe,ins_array,ws_array,outs_array,buffer,d1,d2,d3,d4,d5,d6,d7,d8,d9,d10,d11,d12,d13,d14,d15,d16,row1_in_output);
wire [width-1:0] wbin[rows-1:0];  
wire [width-1:0] inbin[cols-1:0];  
wire [width-1:0] outbprev[cols-1:0];  
genvar gi;
generate
	for (gi=0; gi<rows; gi=gi+1) begin : genbr
		IB #(.width(width),.vector(vector)) ibw_gi(clk,rst,ctlbw[2*gi+1:2*gi],wbin[gi],ws_array[(gi+1)*width-1:gi*width]);
	end
	for (gi=0; gi<cols; gi=gi+1) begin : genbc
		IB #(.width(width),.vector(vector)) ibin_gi(clk,rst,ctlbin[2*gi+1:2*gi],inbin[gi],ins_array[(gi+1)*width-1:gi*width],input_buffer[gi*vector*width+vector*width-1:gi*vector*width],input_address[gi*width+width-1:gi*width]);
	end
endgenerate
generate
	for (gi=0; gi<rows; gi=gi+1) begin : genw
		assign wbin[gi]=w;  
	end
	for (gi=0; gi<cols; gi=gi+1) begin : genin
		assign inbin[gi]=in;  
	end
endgenerate
endmodule
```
==> ci_impl_report.md <==
### Yosys + OpenROAD results

| Metric | Value |
|---|---|
| Chip area | approximately 230000 µm² |
| Status | finished, final reports clean |
| CP Capture Type | output pin |
| Post-CTS setup buffers | 0 |
| # resized after CTS | 0 |
| Distinct lib cells | roughly 47 |
| Initial drt markers | 2306 |
| RSZ-0062 raised after global routing | no |
| Initial antenna violation count | 17 |
| WL per Instance | around 18 µm |
| Final min period | between 6 and 7 ns |
| Total GRT Usage | roughly 17% |
| Crit path depth | 8 |
| Comb power frac | about two fifths |
| Pwr/cell area | roughly 280 nW/µm² |
| Worst VDD drop | 0.2195 mV |
| Post-Synthesis Cells | 6910 |
| Synth top area share | ~28% |
| Cell area leaders | dfrtp_1 (28%), fa_1 (18%), ha_1 (10%), inv_1 (6.4%), nand2_1 (5.2%) |
| Cell-internal power | 0.01334 W |
| Post-route DRC | 0 |
| Largest net degree at the start of global routing | approximately 110 |
| Vias in the first global route | ~50000 |
| Tightest Pin Transition | approximately 0.94 ns |
| End of the critical path | outs_array[14] |
| GP Congestion | 0.9208 |
| Clock buffer count from CTS | about 96 |
| Area leader, netlist | dfrtp_1 |
| Worst path slowest cell | clkdlybuf4s50_1 |
| Init Core Util | a little under a third |
| Final setup fails | 0 |
| Asr flop ratio synth | 100.0% |
| Clk sinks | between 700 and 800 |
| Share of cells above drive strength 1 | roughly 5.5% |
| WS Path Type | in -> out |
| Final ANT Viol Nets | 0 |
| Height of the chip | ~480 µm |
| I/O Buffers | ~610 |
| Synth top cell by count | inv_1 |
| TritonCTS clock tree | yes |
| Main flop type after synthesis | dfrtp_1 |
| Mean cell area of the mapped netlist | 9.817 µm² |
| Setup TNS | 0 ns |
| # Cells Yosys | 6910 |
| R2R depth | 19 |
| Lkg Pwr | roughly 40 nW |
| R2R Path Start | a0.genper[0].genpec[1].PE_gi.o_w[3] |
| NetSw | approximately 0.0087 W |
| Clock root buffer | clkbuf_16 |
| CP delay by family, top | buffers and inverters |
| CP Data Arrival Time | ~4.7 ns |
| Tally of OpenROAD warnings | 55 |
| Type of the worst min-delay path | reg -> reg |
| Vias/cell | around 4.6 |
| H-tree Lvls | 3 |
| P&R area growth vs syn | 16.70% |
| Fmax | 162.9 MHz |
| CP Cell Sequence | clkdlybuf4s50_1 -> nor2b_1 -> and2_1 -> nand2_1 -> o21ai_1 -> a22oi_1 -> o22ai_1 -> clkdlybuf4s50_1 |
| Post-layout period usage | around 83% |
| RR Endpoint | a0.genper[0].genpec[2].PE_gi.buffer[7] |
| Die Wd | between 400 and 500 µm |
| Vias post-DR | ~48000 |
| Hold_buf cts | 0 |
| CP bufs+invs | 2 |
| Chip Area, Yosys | 67840 µm² |
| Seq pwr share | a little under two fifths |
| Final Hold Violating Endpoints | 0 |
| Top Registers | a0.genper.genpec.PE_gi.buffer x128, genbc.ibin_gi.buffer x128, genbr.ibw_gi.buffer x128 |
| Fillers | 21990 |
| Switching share of power | between 30% and 40% |
| Post-synth seq share | approximately 28% |
| Most used cell along the critical path | clkdlybuf4s50_1 |
| Place WS | approximately 1.3 ns |
| Worst setup SP type | input port |
| Clock power frac | 22.7% |
| Number of enable flip-flop cells | 0 |
| Core Region | 224700 µm² |
| Headroom to the max-slew limit | around 37% |
| CTS Buffer Depth | 3 |
| Global-route wire length before repair | about 300000 µm |
| I/O pin total | 610 |
| CP Launch Point | ctlpe[14] |
| Total routed wirelength | about 190000 µm |
| Worst skew pair latency | roughly 0.73 ns |
| Mapped cell area | 67840 µm² |
| FP Rows | 174 |
| Worst Skew | 0.04491 ns |
| Flops after synth | 768 |
| R2r setup slk | between 1.5 and 2 ns |
| Grt total ovfl | 0 |
| Critical path's largest stage delay | 0.80 ns |
| Commonest cells in the netlist | inv_1 (1149), nand2_1 (943), dfrtp_1 (768) |
| Clock transition at path regs | roughly 0.060 ns |
| Crit path setup slack, layout | between 1 and 1.5 ns |
| Syn. warnings | 5 |
| HPWL Detailed | about 150000 µm |
| Max-Cap Viols | 0 |
| Pins Over Slew Limit | 0 |
| Critical Path RT | between 5 and 6 ns |
| CP Max Fanout | 17 |
| 1st-pass router iterations | 8 |
-- cell usage in the layout (no fill, tap or decap), drive strengths merged, types with 6 or more instances in the layout --
cell type,instances
xor2,166
o22ai,39
dfrtp,768
inv,1154
and2,391
clkinv,18
nor2,77
nand2b,52
mux2,459
xnor3,16
bufinv,12
a31oi,13
xnor2,301
a21o,97
nand3,28
diode,8
a311o,6
clkdlybuf4s50,608
fa,624
o2bb2ai,18
a22oi,32
nand4,16
a222oi,64
o21bai,21
buf,25
nor2b,57
a22o,77
a31o,8
nand4b,16
o21ai,317
clkinvlp,8
clkbuf,131
a21oi,146
nand2,943
nor4,8
mux2i,8
ha,560
o31ai,8
-- cell type report --
| type | instances | area [µm²] | share of cell area, % |
|---|---|---|---|
| multi-input cells | 4581 | 42190 | 53.30 |
| flip-flops and latches | 768 | 19220 | 24.28 |
| repair buffers | 633 | 6319 | 7.982 |
| inverters | 1149 | 4313 | 5.448 |
| well taps | 2992 | 3744 | 4.729 |
| clock buffers | 131 | 2694 | 3.403 |
| clock inverters | 43 | 663.1 | 0.8377 |
| diodes | 8 | 20.02 | 0.02529 |
-- kinds of logic after synthesis --
group	Yosys count	synth area share [%]
compound gates	851	8.077
fa+ha+maj	1184	28.74
simple gates	1596	10.98
flops	768	28.33
mux	467	7.737
xor+xnor	483	6.660
buf+inv	1561	9.469
-- through the flow --
step                      cell area [µm²]  instances  power, W  hold WS, ns  utilization [%]
after detailed placement            75790      10120   0.01718       0.3990            33.73
final                               79160      10310   0.02204       0.3963            35.24
after global placement              75790      10120   0.01711       0.3942            33.73
after floorplan                     67840       6910   0.01259       0.3540                -
after CTS                           79140      10300   0.02237       0.3992            35.23
after global routing                79150      10300   0.02379       0.4239            35.23
-- metal layers --
layer	wire length, µm	vias up	track usage, %
met5	39	-	0
met4	5076	6	3.876
met3	14880	220	5.380
met2	84180	1278	26.29
met1	82590	23690	24.79
li1	-	22620	-
-- power groups by stage --
| stage | Sequential, W | Combinational (W) | Clock (W) |
|---|---|---|---|
| 6_report | 0.00844 | 0.00860 | 0.00500 |
| 5_1_grt | 0.00878 | 0.00971 | 0.00530 |
| 4_1_cts | 0.00853 | 0.00870 | 0.00515 |
-- worst min path at each step --
| stage | startpoint | end | slack [ns] | cells after the start |
|---|---|---|---|---|
| 6_report | genbc[1].ibin_gi.out[6] | a0.ins_reg[14] | 0.40 | 0 |
| 5_1_grt | genbc[3].ibin_gi.out[6] | a0.ins_reg[30] | 0.42 | 0 |
| 4_1_cts | genbc[0].ibin_gi.out[0] | a0.ins_reg[0] | 0.40 | 0 |
No activity file was given, so power comes from the tool's default toggle rates.

### flow/run.sh
#!/bin/bash
# OpenROAD 26Q1-2900-gdf79404cd8, Yosys 0.63+post, stock flow scripts
make -C /OpenROAD-flow-scripts/flow DESIGN_CONFIG=/design/flow/config.mk WORK_HOME=/design/flow/orfs finish
### flow/config.mk
export PLATFORM = sky130hd
export DESIGN_NAME = max_pooling
export DESIGN_NICKNAME = max_pooling
export VERILOG_FILES = /design/flow/design.v
export SDC_FILE = /design/flow/constraint.sdc
export NUM_CORES = 4
export LEC_CHECK = 1
export CORE_UTILIZATION = 30
### flow/design.v
module max_pooling#(
parameter memaddrbit = 14
)
(
clk,rst,
enable,
step,
dkr,dkc,dr,dc,di,
dr_out,dc_out,di_out,
ikr,ikc,ir,ic,ii,
ir_out,ic_out,ii_out,
memaddr,inaddr,outaddr,
data_in,
max_pooling_out,
buffer,
state,
store_finish,picture_finish,
count_store,
wea,
checkram
    );
input clk,rst;
input enable;
output wea;
input [2:0] step;
input [memaddrbit-1:0] dkr,dkc,dr,dc,di; 
input [memaddrbit-1:0] dr_out,dc_out,di_out; 
output reg[memaddrbit-1:0] ikr,ikc,ir,ic,ii;   
output reg[memaddrbit-1:0] ir_out,ic_out,ii_out; 
output reg[memaddrbit-1:0] memaddr;
input [memaddrbit-1:0] inaddr,outaddr;
input[7:0] data_in;
output[7:0] max_pooling_out;
output reg[7:0] buffer;
output reg[2:0] state;
reg[2:0] next_state;
localparam IDLE = 0;
localparam STORE = 1; 
localparam OUT = 2; 
localparam CHECK = 3;
always@(posedge clk or negedge rst)
begin
    if(!rst)
        state <= 0;
    else
        state <= next_state;
end
output reg store_finish;
output reg picture_finish;
input checkram;
always@(*)
begin
    case(state)
        IDLE:begin
            if(enable)
                next_state = STORE;
            else
                next_state = IDLE;
        end
        STORE:begin
            if(store_finish)
                next_state = OUT;
            else
                next_state = STORE;
        end
        OUT:begin
            if(picture_finish)
                if(checkram)
                    next_state = CHECK;
                else
                    next_state = IDLE;
            else
                next_state = STORE;
        end
        CHECK:begin
            next_state = CHECK;
        end
        default:begin
            next_state = IDLE;
        end
    endcase
end
output reg[7:0] count_store;  
always@(posedge clk or negedge rst)
begin
    if(!rst) begin
        count_store <= 0;
    end
    else if(state == STORE) begin
        if(count_store == 6)
            count_store <= 7;
        else
            count_store <= count_store+1;
    end
    else begin
        count_store <= 0;
    end
end
always@(posedge clk or negedge rst)
begin
    if(!rst) begin
        ikr <= 0;
        ikc <= 0;
    end
    else if(state == STORE) begin
        if(count_store <= 3) begin
            if(ikc == dkc-1) begin
                ikc <= 0;
                if(ikr == dkr-1)
                    ikr <= 0;
                else
                    ikr <= ikr+1;
            end
            else begin
                ikc <= ikc+1;
            end
        end
        else begin
            ikr <= ikr;
            ikc <= ikc;
        end
    end
    else begin
        ikr <= 0;
        ikc <= 0;
    end
end
always@(posedge clk or negedge rst)
begin
    if(!rst)
        store_finish <= 0;
    else if(count_store == 6)
        store_finish <= 1;
    else
        store_finish <= 0;
end
always@(posedge clk or negedge rst)
begin
    if(!rst) begin
        ir <= 0;
        ic <= 0;
        ii <= 0;
        picture_finish <= 0;
    end
    else if(state == IDLE) begin
        ir <= 0;
        ic <= 0;
        ii <= 0;
        picture_finish <= 0;
    end
    else if(store_finish) begin
        if(ic == dc-2) begin  
            ic <= 0;
            if(ir == dr-2) begin  
                ir <= 0;
                if(ii == di-1) begin
                    ii <= 0;
                    picture_finish <= 1;
                end
                else begin
                    ii <= ii+1;
                end
            end
            else begin
                ir <= ir+step;
            end
        end
        else
            ic <= ic+step;
    end
    else begin
        ir <= ir;
        ic <= ic;
        ii <= ii;
        picture_finish <= picture_finish;
    end
end
always@(posedge clk or negedge rst)
begin
    if(!rst)
        memaddr <= 0;
    else if(state == STORE)
        if(count_store >= 7)
            memaddr <= outaddr+ii_out*dr_out*dc_out+ir_out*dc_out+ic_out;
        else
            memaddr <= inaddr+ii*dr*dc+(ir+ikr)*dc+ic+ikc;
    else
        memaddr <= 0;
end
always@(posedge clk or negedge rst)
begin
    if(!rst) begin
        buffer <= 0;
    end
    else if(state == STORE) begin
        if(count_store == 3)   
            buffer <= data_in;
        else if(count_store > 3&&count_store <= 6)
            if(data_in > buffer)
                buffer <= data_in;
            else
                buffer <= buffer;
        else
            buffer <= buffer; 
    end
end
assign max_pooling_out = (state == OUT)? buffer:0;
always@(posedge clk or negedge rst)
begin
    if(!rst) begin
        ir_out <= 0;
        ic_out <= 0;
        ii_out <= 0;
    end
    else if(state == OUT) begin
        if(ic_out == dc_out-1) begin
            ic_out <= 0;
            if(ir_out == dr_out-1) begin
                ir_out <= 0;
                if(ii_out == di_out-1)
                    ii_out <= 0;
                else
                    ii_out <= ii_out+1;
            end
            else begin
                ir_out <= ir_out+1;
            end
        end
        else begin
            ic_out <= ic_out+1;
        end
    end
    else begin
        ir_out <= ir_out;
        ic_out <= ic_out;
        ii_out <= ii_out;
    end
end
assign wea = (state == OUT)? 1:0;
endmodule
### flow/constraint.sdc
current_design max_pooling

set clk_period 12.9
set clk_io_pct 0.2

create_clock -name clk0 -period $clk_period [get_ports {clk}]

set non_clock_inputs [all_inputs -no_clocks]
set_input_delay [expr $clk_period * $clk_io_pct] -clock clk0 $non_clock_inputs
set_output_delay [expr $clk_period * $clk_io_pct] -clock clk0 [all_outputs]
==> flow_metrics.env <==
# source this file to load flow results
export IMPL_fin_util=0.3640
export IMPL_antenna_left=0
export IMPL_lay_top_count="inv_1"
export IMPL_cts_root_buf="clkbuf_16"
export IMPL_finalCriticalPeriod_ps=12690
export IMPL_timing_max_cap_violations=0
export IMPL_die_area_um2=106900
export IMPL_synth_area_per_cell_um2=8.524
export IMPL_top_logic_kind="adder cells"
export IMPL_start_kind="input port"
export IMPL_finalCritPeriodShare=0.9840
export IMPL_grt_pass1_vias=26600
export IMPL_portBuffers=309
export IMPL_flop_cell="dfrtp_1"
export IMPL_ys_seq_frac=0.1153
export IMPL_ios=311
export IMPL_crit_required_ps=13320
export IMPL_crit_buf_inv=6
export IMPL_critPathKind="input port to flip-flop"
export IMPL_synthCells=3718
export IMPL_fmax_ghz=0.07878
export IMPL_yosysCellCount=3718
export IMPL_die_height_um=327.0
export IMPL_layout_drive_gt1_share=0.07164
export IMPL_vias_per_cell=4.783
export IMPL_hold_path_class="flip-flop to flip-flop"
export IMPL_path_depth=38
export IMPL_fillerInstances=10430
export IMPL_arrival_ps=13110
export IMPL_grt_setup_unrepaired="yes"
export IMPL_clock_skew_final_ps=34.61
export IMPL_worstMarginPinSlew_ps=863.6
export IMPL_wire_per_inst_um=17.78
export IMPL_yosys_area_um2=31690
export IMPL_ys_flops=146
export IMPL_area_growth_pct=19.56
export IMPL_initCoreUtil=0.3045
export IMPL_cp_slowest_cell="fa_1"
export IMPL_core_um2=104100
export IMPL_hold_path_depth=1
export IMPL_tritoncts="built"
export IMPL_cts_hold_buf=0
export IMPL_synthSimpleGateAreaFrac=0.1980
export IMPL_setup_tns_ps=0
export IMPL_grt_first_pass_wirelength_um=153600
export IMPL_outcome="finished clean"
export IMPL_insertion_delay_ps=510
export IMPL_ys_sh_aoi=0.07304
export IMPL_first_pass_iters=5
export IMPL_gp_congestion=0.9662
export IMPL_first_iter_violations=1222
export IMPL_ys_types=88
export IMPL_syn_area_um2=31690
export IMPL_ys_sh_adder=0.3970
export IMPL_rows=118
export IMPL_cts_made_buffers=17
export IMPL_grt_antenna_before_repair=5
export IMPL_ys_sh_mux=0.008646
export IMPL_drcViolationCount=0
export IMPL_synth_edff_count=0
export IMPL_critPathMaxStageDelay_ps=580
export IMPL_reg2regPathDepth=37
export IMPL_grt_use_total=0.1929
export IMPL_die_x_um=327.0
export IMPL_crit_path_end_kind="flip-flop"
export IMPL_grt_max_degree=53
export IMPL_wl_um=96800
export IMPL_slew_violations=0
export IMPL_hold_violations=0
export IMPL_ys_warn_count=1
export IMPL_grt_overflow=0
export IMPL_vias=26040
export IMPL_slew_headroom=0.4225
export IMPL_xor_share=0.1141
export IMPL_place_hpwl_um=77760
export IMPL_h_tree_depth=4
export IMPL_cp_common_cell="fa_1"
export IMPL_openroad_warnings=27
export IMPL_setup_violations=0
export IMPL_cts_clk_slew_worst_paths_ps=70
export IMPL_cp_top_family="adder cells"
export IMPL_layout_top_cells="inv_1 (605), fa_1 (437), nand2_1 (419)"
export IMPL_async_flop_share=1.000
export IMPL_cts_max_path_buffers=2
export IMPL_cts_sinks=146
export IMPL_path_max_fanout=6
## layout make-up
type,instances,area (um^2),area share
Inverter,606,2275,0.06003
Clock inverter,14,130.1,0.003434
Timing Repair Buffer,487,4425,0.1168
Sequential cell,146,3654,0.09642
Antenna cell,2,5.005,0.0001321
Multi-Input combinational cell,2791,25240,0.6660
Clock buffer,18,439.2,0.01159
Tap cell,1380,1727,0.04557
## stage by stage
stage / setup slack (ps) / hold WS [ps] / instances / cell area (um^2)
final: 205.9 / 529.3 / 5444 / 37890
after global routing: -213.4 / 539.3 / 5443 / 37890
after CTS: 4.139 / 536.1 / 5439 / 37780
after floorplan: 12.59 / 464.1 / 3718 / 31760
after global placement: -991.6 / 513.4 / 5406 / 37180
after detailed placement: -1136 / 519.3 / 5406 / 37180
## flip-flops by register name, summed over array words and instances, names as in the netlist
| register | count |
|---|---|
| ikc | 14 |
| store_finish | 1 |
| state | 2 |
| ir | 14 |
| count_store | 8 |
| picture_finish | 1 |
| ic_out | 14 |
| memaddr | 14 |
| ii_out | 14 |
| ic | 14 |
| ir_out | 14 |
| ii | 14 |
| buffer | 8 |
| ikr | 14 |
## path summary, 6_finish.rpt
kind / from / to / slack, ps
max reg2reg: ii[6] / memaddr[13] / 1530
min: buffer[5] / buffer[5] / 530
max in group asynchronous: rst / ir[6] / 9790
min in group asynchronous: rst / ikr[1] / 2040
min reg2reg: buffer[5] / buffer[5] / 530
max: dr[2] / memaddr[13] / 210
## what timing repair did
item / in CTS / in global routing
buffers inserted: 1 / 3
gates resized: 21 / 35
endpoints found under the setup margin: 1 / 1
pin swaps: 12 / 18
## routing by layer
metal	part of all wire	track usage	routed length [um]
met2	0.44	0.2920	42800
met1	0.42	0.2632	40970
met5	0.00048	0.0004437	46
met4	0.019	0.03210	1814
met3	0.12	0.08603	11170
## synth_stat cells (all sizes together), types with 21 or more instances
cell    count  area (um^2)
nand2b     51        326.6
o21ai     123        619.4
a21oi     107        535.5
nor3       46        230.2
and3       57        357.8
buf        25        136.4
clkbuf    150        564.3
ha        300         3754
nand3      63        320.3
and2      244         1534
fa        441         8828
nor2b      31        193.9
nand2     421         1583
xor2      112        980.9
inv       605         2271
dfrtp     146         3654
a31oi      24        150.1
xnor2     274         2407
a21o       21        158.9
nor4       31        224.0
nor2      203        764.5
## cell families (layout without fill, tap and decap cells)
family	count (synthesis)	count (layout)
buffers and inverters	781	1125
other	1	3
AND-OR/OR-AND	379	379
AND/OR/NAND/NOR	1248	1248
adder cells (fa/ha/maj)	741	741
XOR/XNOR	396	396
flip-flops	146	146
multiplexers	26	26
